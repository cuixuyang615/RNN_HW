[run.sh]
#!/bin/bash
# OpenROAD 26Q1-2900-gdf79404cd8, Yosys 0.63+post, stock flow scripts
make -C /OpenROAD-flow-scripts/flow DESIGN_CONFIG=/design/flow/config.mk WORK_HOME=/design/flow/orfs finish
[config.mk]
export PLATFORM = sky130hd
export DESIGN_NAME = int_logic
export DESIGN_NICKNAME = int_logic
export VERILOG_FILES = /design/flow/design.v
export SDC_FILE = /design/flow/constraint.sdc
export NUM_CORES = 4
export LEC_CHECK = 1
export CORE_UTILIZATION = 30
export SYNTH_HDL_FRONTEND = slang
[constraint.sdc]
current_design int_logic

set clk_period 2.6
set clk_io_pct 0.2

create_clock -name clk0 -period $clk_period [get_ports {clk}]

set non_clock_inputs [all_inputs -no_clocks]
set_input_delay [expr $clk_period * $clk_io_pct] -clock clk0 $non_clock_inputs
set_output_delay [expr $clk_period * $clk_io_pct] -clock clk0 [all_outputs]
[design.v]
`timescale 1ns / 1ps
module int_logic(
    input  logic              clk,
    input  logic              rst_n,
    input  logic              CE,
    input  logic [31:0]       A,
    input  logic [31:0]       B,
    input  logic [ 1:0]       logic_ctrl, 
    output logic              ready,
    output logic [31:0]       dout,
    output logic              done
    );
    logic [31:0] result;
    always_ff @(posedge clk)
    begin
        if((!CE) | (!rst_n))
            result <= 32'h0;
        else
        begin
            case(logic_ctrl)
                2'd2:       result <= (A < B); 
                2'd1:       result <=  A & B; 
                2'd0:       result <=  A | B; 
                default:    result <=  32'h0;
            endcase
        end
    end
    always_ff @(posedge clk)
    begin
        if((!CE) | (!rst_n))
            done <= 1'b0;
        else
            done <= 1'b1;
    end
    assign dout = (rst_n) ? result:32'h0;
    assign ready = 1;  
endmodule
==> notes.md <==
Implementation run completed; key figures follow.

Critical path:
- The slowest stage of the critical path is the or4_4 cell.
- The run puts the biggest fanout along the worst timing path at 2.
- The worst setup path is of the primary input to flip-flop kind.
- Walking the worst path, the cells encountered are clkdlybuf4s50_1 -> inv_1 -> ha_1 -> or4_4 -> nor4_4 -> o2111ai_1 -> nand4_1 -> a211oi_1.
- In this design, the largest share of critical-path delay is due to simple AND/OR/NAND/NOR gates.
- The run puts the data arrival time of the critical path at 2.53 ns.
- The run puts the buffering stage count on the worst path with inverters included at 2.
- STA classifies the critical path startpoint as a primary input.
- The worst setup path is captured at a flip-flop.
- The run puts the highest cell delay on the worst timing path at 0.57 ns.
- The run puts the required time of the worst setup path at 2.77 ns.
- The run puts the number of cells on the critical path at 8.

Placement:
- The run puts the HPWL after detailed placement at 5375 µm.
- The run gives the number of instances in the placed design as 633.
- The run puts the final weighted congestion in routability-driven placement at 0.7983.
- The run gives the number of port buffers as 101.

Final timing:
- The run gives the setup violation total in the final timing report as 0.
- The run puts the time the worst path needs with I/O delays and setup at 2.354 ns.
- Setup repair after global routing left no endpoint under its margin.
- The run gives the final clock period utilization by the worst path as 0.9052.
- In the final timing run, aggregate negative setup slack is 0 ns.
- The run gives the final count of hold timing violations as 0.
- Max-slew check failures listed in the final report amount to 0.
- Per the timing report, the achievable frequency comes out to 424.9 MHz.

Layout:
- The run gives the fraction of final layout cells with drive strength greater than 1 as 0.06337.
- The run gives the relative area change from synthesis to final layout as 42.86%.
- The run puts the final design utilization at 0.4386.
- By instance count after routing, the leading logic cell types are 100 x clkdlybuf4s50_1, 93 x ha_1, 75 x inv_1.
- Per the cell usage report, the commonest logic cell in the layout is clkdlybuf4s50_1.
- The run gives the final cell count without fillers as 641.

GRT:
- The run gives the global-route wire length before repair as 11090 µm.
- The run puts the maximum number of pins on one net before global-route repair at 47.
- The run gives the overflow left after global routing as 0.
- The run gives the initial antenna violation count as 0.
- The run gives the number of global-route vias before repair as 2442.
- The run gives the aggregate global-route resource usage as 0.1262.

Floorplan:
- The run gives the number of standard-cell rows in the floorplan as 37.
- During I/O placement, the number of pins put on the boundary was 103.
- The run gives the core footprint as 10280 µm².
- The run puts the die area at 10930 µm².
- The run puts the die boundary height at 104.6 µm.
- The initial utilization of the core area, before any placement, comes to 0.3070.
- The run gives the die boundary width as 104.6 µm.

Run:
- The run puts the tool warning count at 87.
- The run gives the reported max-cap violation count as 0.

Pwr:
- The run puts the switching power summed over all nets at 389.4 µW.
- The run gives the combinational share of power as 0.282.
- The run puts the worst vdd rail ir drop at 0.2842 mV.
- The run puts the share of total power in sequential cells at 0.362.
- The run gives the switching power as a share of total power as 0.2696.
- The run puts the portion of total power attributed to the clock network at 0.356.
- The run puts the overall power consumption at 1445 µW.
- The run gives the ratio of total power to cell area as 320.4 nW/µm².
- The run gives the internal power of the cells as 1055 µW.
- The run puts the leakage dissipation at 0.002248 µW.

Route:
- The DRC violation total left in the routed layout is recorded as 0.
- The run gives the detailed-route wire length per cell as 10.45 µm.
- The run gives the via count as 2629.
- The run gives the detailed-routing iteration count for the pre-antenna-repair pass as 6.
- Once detail routing completed, the nets flagged for antenna violations numbered 0.
- The run puts the number of vias per cell at 4.101.
- Summed over all layers, the routed wires come to 6696 µm.
- Once iteration 0 of detailed routing completed, the report listed 54 DRC markers.
- For this run, the script counts the antenna cells in the layout as 0.

Min path:
- Note that the worst hold path type here is primary input to flip-flop.
- The run puts the instance count along the most critical hold path at 3.

Synth:
- Synthesis instantiated 39 different standard cells from the library.
- The run gives the synthesized area per cell as 7.969 µm².
- The run gives the primary flip-flop cell chosen by synthesis mapping as dfxtp_1.
- The run gives the count of instantiated cells in the yosys netlist as 396.
- The run puts the number of enable flip-flop cells at 0.
- The synthesis report gives the async set-or-reset register share as 0.
- The run puts the mux contribution to synthesized area at 0.
- The run gives the number of warnings printed during yosys synthesis as 0.
- Among the non-sequential cells, adder cells take the most area.
- The stat command in Yosys gives a chip area of 3156 µm².
- The run puts the simple-gate portion of the synthesized area at 0.2149.
- The run gives the sequential cell area fraction in the yosys report as 0.2094.
- The cell-mix breakdown from Yosys lists the adder-cell area share as 0.3688.
- Of the total synthesized cell area, the portion taken by XOR and XNOR cells is 0.
- The run puts the flop and latch count out of synthesis at 33.
- The run gives the number of standard cells after synthesis as 396.
- The run puts the synthesized-area fraction occupied by ao, oa, aoi and oai cells at 0.09833.
- The run puts the summed instance area of the synthesized netlist at 3156 µm².

Clock network:
- The run gives the maximum buffer depth of the clock tree as 2.
- The run puts the post-cts repair resize count at 0.
- The run gives the total number of H-tree levels as 2.
- Counting every sink on the clock net gives 33.
- TritonCTS created 5 clock buffers.
- The run puts the number of buffers inserted for hold repair after clock tree synthesis at 0.
- The run gives the clock tree from TritonCTS as built.
- The run gives the clock edge transition at the registers on the reported setup and hold paths as 0.08 ns.
- The run puts the post-CTS setup buffer count at 0.
- The run gives the cell at the root of the clock tree as clkbuf_8.

Status:
- The flow ran to the end, and the final reports show no timing, DRC or antenna violations.
## flip-flops by register name, summed over array words and instances, names as in the netlist
| signal | cells |
|---|---|
| result | 32 |
| done | 1 |
## area by class of cell
type	instances	area [µm²]
Timing Repair Buffer	115	1124
Sequential cell	33	660.6
Multi-Input combinational cell	274	2156
Clock buffer	7	86.33
Fill cell	999	5769
Clock inverter	1	30.03
Tap cell	136	170.2
Inverter	75	281.5
## layer usage
| metal | vias up | GRT usage | wire, µm |
|---|---|---|---|
| met3 | 2 | 0.02097 | 290 |
| met4 | 0 | 0.01122 | 15 |
| met2 | 57 | 0.2214 | 3259 |
| met1 | 1117 | 0.1695 | 3130 |
| li1 | 1453 | - | - |
| met5 | - | 0 | 0 |
## power groups by stage
stage                 Clock [µW]  Combinational [µW]  Sequential, µW
after CTS                    538                 416             523
after global routing         559                 466             524
final                        515                 407             523
## tightest hold or removal path: cells and delay by family
kind,cells,cell delay (ns)
compound gates,1,0.17
buf+inv,1,0.23
simple gates,1,0.04
## kinds of logic (layout without fill, tap and decap cells)
group / Yosys count / count (layout)
AND-OR/OR-AND: 53 / 53
adder cells (fa/ha/maj): 93 / 93
buffers and inverters: 89 / 198
other: 1 / 1
AND/OR/NAND/NOR: 127 / 127
flip-flops: 33 / 33
## worst paths after layout
kind	slack [ns]	to	startpoint
hold / removal	0.73	result[12]	logic_ctrl[0]
setup / recovery	0.25	result[0]	B[15]
## per-stage QoR
step / worst slack [ns] / instance area [µm²] / hold WS (ns)
2_1_floorplan: 0.5978 / 3156 / 0.6727
3_3_place_gp: -0.02747 / 4392 / 1.026
3_5_place_dp: -0.06405 / 4392 / 1.029
4_1_cts: 0.2249 / 4508 / 0.7184
5_1_grt: 0.1620 / 4508 / 0.7345
6_report: 0.2464 / 4508 / 0.7337
## synthesized netlist by cell type, types with 2 or more instances
cell / number / area [µm²]
o2111ai_1: 3 / 26.28
clkbuf_1: 7 / 26.28
and2_1: 32 / 200.2
nor4_4: 2 / 42.54
inv_1: 75 / 281.5
nand2_1: 3 / 11.26
nor4_1: 2 / 12.51
or4_4: 2 / 22.52
o21bai_1: 2 / 15.01
nor3_1: 3 / 15.01
a21oi_1: 37 / 185.2
nor3b_1: 2 / 15.01
nor2b_1: 2 / 12.51
o21ai_0: 3 / 15.01
dfxtp_1: 33 / 660.6
ha_1: 93 / 1164
nand2b_1: 5 / 31.28
buf_1: 5 / 18.77
nor2_1: 65 / 244.0
No activity file was given, so power comes from the tool's default toggle rates.
